File: design/flow/design.v
module collision(x_bullet_in, y_bullet_in, x_rock_in, y_rock_in,
					  h_bullet, w_bullet, h_rock, w_rock,
					  x_bullet_out, y_bullet_out, x_rock_out, y_rock_out,
					  collision
);
	input [18:0] x_bullet_in, y_bullet_in, x_rock_in, y_rock_in, 
	h_bullet, w_bullet, h_rock, w_rock;
	output [18:0] x_bullet_out, y_bullet_out, x_rock_out, y_rock_out;
	output collision;
	reg x_col, y_col;
	initial begin 
		x_col = 1'b0;
		y_col = 1'b0;
	end
	always begin
		if (((x_bullet_in >= x_rock_in) && (x_bullet_in + w_bullet)) <= (x_rock_in + w_rock)) begin
			x_col <= 1'b1;
		end
		else begin
				x_col <= 1'b0;
		end
		if (((y_bullet_in >= y_rock_in) && (y_bullet_in + h_bullet)) <= (y_rock_in + h_rock)) begin
			y_col <= 1'b1;
		end
		else begin
			y_col <= 1'b0;
		end
	end
	assign collision = x_col && y_col;
	assign x_bullet_out = collision ? 19'd0 : x_bullet_in;
	assign y_bullet_out = collision ? 19'd0 : y_bullet_in;
	assign x_rock_out = collision ? 19'd610 : x_rock_in;
	assign y_rock_out = collision ? 19'd0 : y_rock_in; 
endmodule
File: design/flow/run.sh
#!/bin/bash
# OpenROAD 26Q1-2900-gdf79404cd8, Yosys 0.63+post, stock flow scripts
make -C /OpenROAD-flow-scripts/flow DESIGN_CONFIG=/design/flow/config.mk WORK_HOME=/design/flow/orfs finish
File: design/flow/config.mk
export PLATFORM = sky130hd
export DESIGN_NAME = collision
export DESIGN_NICKNAME = collision
export VERILOG_FILES = /design/flow/design.v
export SDC_FILE = /design/flow/constraint.sdc
export NUM_CORES = 4
export LEC_CHECK = 1
export CORE_AREA = 10 10 151 151
export DIE_AREA = 0 0 161 161
File: design/flow/constraint.sdc
current_design collision

set clk_period 11.2
set clk_io_pct 0.2

create_clock -name clk0 -period $clk_period

set non_clock_inputs [all_inputs -no_clocks]
set_input_delay [expr $clk_period * $clk_io_pct] -clock clk0 $non_clock_inputs
set_output_delay [expr $clk_period * $clk_io_pct] -clock clk0 [all_outputs]
==> impl_metrics.env <==
# implementation run metrics
export IMPL_netlist_instances=774
export IMPL_hold_violations=0
export IMPL_avgRoutedWirePerCell_um=18.5
export IMPL_ant_nets=0
export IMPL_die_area_sq_um=25900
export IMPL_cts_hold_buffers=0
export IMPL_drt_iter0_drc=369
export IMPL_drc_errors=0
export IMPL_postSynthSeqShare_pct=0
export IMPL_synth_chip_area_sq_um=5760
export IMPL_critPathLaunch="y_bullet_in[0]"
export IMPL_most_common_cell="ha_1"
export IMPL_die_w_um=161
export IMPL_cp_num_buf_inv=3
export IMPL_top_area_cell="ha_1"
export IMPL_ys_sh_aoi_pct=41.4
export IMPL_pwr_share_clk_pct=0
export IMPL_slew_limit_headroom_pct=57.0
export IMPL_common_cells="ha_1 (112), a21oi_1 (71), inv_1 (69)"
export IMPL_wl_um=23200
export IMPL_post_route_period_util_pct=96.1
export IMPL_die_h_um=161
export IMPL_crit_family="AND-OR/OR-AND gates"
export IMPL_via_per_inst=5.22
export IMPL_tightestPinTransition_ns=0.645
export IMPL_flop_area_sq_um=0
export IMPL_endpoint_kind="primary output"
export IMPL_power_frac_seq_pct=0
export IMPL_crit_chain="clkdlybuf4s50_1 -> ha_2 -> fa_2 -> a211oi_2 -> o21ai_1 -> a21oi_2 -> o21a_1 -> o21ai_0 -> a21oi_1 -> xnor2_1 -> nand3_1 -> o32ai_2 -> ha_1 -> or3b_1 -> a221o_2 -> or4_1 -> nor4_2 -> o2111ai_2 -> a2111oi_2 -> o211ai_1 -> or4_4 -> clkbuf_16 -> a21oi_2 -> clkdlybuf4s50_1"
export IMPL_period_needed_ns=10.76
export IMPL_maxCapViolations=0
export IMPL_yosys_warnings=1
export IMPL_ys_cells=774
export IMPL_grt_overflow=0
export IMPL_grt_pass1_vias=6452
export IMPL_hold_class="primary input to primary output"
export IMPL_critical_path_class="primary input to primary output"
export IMPL_grt_pass1_wl_um=35600
export IMPL_grt_max_degree=41
export IMPL_p_int_uw=161
export IMPL_ir_worst_vdd_mv=0.0174
export IMPL_fp_util_pct=29.5
export IMPL_drive_above_1_share_pct=12.3
export IMPL_switching_share_pct=51.3
export IMPL_num_vias=6539
export IMPL_p_per_area_nw_per_um2=39.6
export IMPL_endpoint="x_rock_out[16]"
export IMPL_ios=229
export IMPL_port_buffers=229
export IMPL_nFillCells=2011
export IMPL_fin_cells=1253
export IMPL_crit_path_start_kind="primary input"
export IMPL_flops=0
export IMPL_yosys_top_cells_area="ha_1 (24%), a21boi_2 (7.0%), a21oi_1 (6.2%)"
export IMPL_antenna_cells=0
export IMPL_syn2layout_area_growth_pct=45.1
export IMPL_gp_congestion=0.916
export IMPL_antenna_found_initial=0
export IMPL_synth_cell_types=86
export IMPL_ys_sh_simple_pct=18.2
export IMPL_place_inst=1250
export IMPL_p_leak_nw=3.41
export IMPL_tool_warnings=32
export IMPL_arrival_ns=8.52
export IMPL_netlist_area_sq_um=5760
export IMPL_max_freq_mhz=92.9
export IMPL_nClkBuffers=0
export IMPL_dr_pass1_iters=5
export IMPL_setup_viol=0
export IMPL_power_switching_uw=170
export IMPL_drv_slew=0
export IMPL_slowest_delay_ns=0.63
export IMPL_topCombFamilyByArea="AND-OR/OR-AND gates"
export IMPL_cp_num_cells=24
export IMPL_ys_sh_xor_pct=5.32
export IMPL_p_comb_share_pct=100.0
export IMPL_grt_util_all_layers_pct=16.8
export IMPL_status="finished, final reports clean"
export IMPL_floorplan_core_area_sq_um=19500
export IMPL_power_total_uw=331
export IMPL_rows=51
export IMPL_required_ns=8.96
export IMPL_synth_top_area_share_pct=24.3
export IMPL_adder_share_pct=25.7
export IMPL_ys_sh_mux_pct=0.934
export IMPL_avgSynthCellArea_sq_um=7.44
export IMPL_hpwl_um=19700
export IMPL_slowest_stage="or4_4"
export IMPL_cp_max_fo=20
cells in the final DEF, fill, tap and decap left out, types with 11 or more instances in the layout:
cell / synthesis / layout
a21oi_1: 71 / 70
nor3_1: 18 / 18
xnor2_1: 22 / 22
ha_1: 112 / 109
xor2_1: 13 / 13
clkdlybuf4s50_1: 0 / 225
a21o_1: 13 / 13
o21ai_0: 53 / 50
nor2_1: 48 / 48
nand3_1: 12 / 12
a21boi_2: 36 / 36
a21oi_2: 34 / 35
inv_1: 69 / 69
nand2_1: 52 / 52
a211oi_1: 14 / 11
worst min path at each step:
| stage | from | to | slack [ns] | cells after the start |
|---|---|---|---|---|
| 5_1_grt | y_bullet_in[2] | y_bullet_out[2] | 5.24 | 3 |
| 6_report | y_bullet_in[2] | y_bullet_out[2] | 5.22 | 3 |
| 4_1_cts | y_rock_in[11] | y_rock_out[11] | 5.48 | 4 |
stage by stage:
step / area, sq um / setup WS [ns] / utilization [%] / hold slack, ns / setup TNS (ns)
2_1_floorplan: 5760 / 1.55 / - / 4.53 / 0
6_report: 8360 / 0.438 / 42.8 / 5.22 / 0
3_5_place_dp: 8230 / -0.0674 / 42.1 / 5.47 / -0.506
3_3_place_gp: 8230 / 0.0625 / 42.1 / 5.47 / 0
5_1_grt: 8360 / -0.00619 / 42.8 / 5.24 / -0.0102
4_1_cts: 8230 / 0.0408 / 42.2 / 5.48 / 0
routing by layer:
metal  track usage [%]  part of all wire (%)  vias to the layer above
li1                  -                     -                     3367
met1              22.5                    47                     2892
met2              27.6                    44                      263
met3              4.39                   8.1                       17
met4              1.36                   1.0                        0
met5                 0                     0                        -
tightest hold or removal path, delay by kind of cell:
family / cells / cell delay, ns
buf+inv: 2 / 0.58
compound gates: 1 / 0.16
area by class of cell:
type	instances	area (sq um)	area share, %
timing repair buffer	237	2430	29.1
tap	265	332	3.97
inverter	69	259	3.10
multi-input combinational	682	5340	63.9
power groups by stage:
stage | Combinational, mW | Sequential [mW] | Clock (mW)
CTS | 0.326 | 0 | 0
global route | 0.371 | 0 | 0
finish | 0.331 | 0 | 0
repair_timing:
action | in CTS | in global routing
gates cloned | 0 | 2
pin swaps | 0 | 8
endpoints found under the setup margin | 49 | 77
hold endpoints to repair | 0 | 0
gates resized | 1 | 22
buffers inserted | 0 | 1
cells by family (layout without fill, tap and decap cells):
family / after synthesis / count (layout)
muxes: 5 / 5
AOI/OAI and AO/OA: 323 / 323
buffers and inverters: 92 / 306
adders and majority gates: 116 / 116
xor gates and xnor gates: 35 / 35
and+or+nand+nor: 203 / 203
No activity file was given, so power comes from the tool's default toggle rates.
