File: ./config.mk
export PLATFORM = sky130hd
export DESIGN_NAME = index_selector
export DESIGN_NICKNAME = index_selector
export VERILOG_FILES = /design/flow/design.v
export SDC_FILE = /design/flow/constraint.sdc
export NUM_CORES = 4
export LEC_CHECK = 1
export CORE_UTILIZATION = 50
File: ./constraint.sdc
current_design index_selector

set clk_period 16.9
set clk_io_pct 0.2

create_clock -name clk0 -period $clk_period

set non_clock_inputs [all_inputs -no_clocks]
set_input_delay [expr $clk_period * $clk_io_pct] -clock clk0 $non_clock_inputs
set_output_delay [expr $clk_period * $clk_io_pct] -clock clk0 [all_outputs]
File: ./design.v
module index_selector(address, x_ship, y_ship, x_bullet, y_bullet, x_rock, y_rock, index, index_out);
	input [18:0] address, x_ship, y_ship;
	input [18:0] x_bullet, y_bullet;
	input [18:0] x_rock, y_rock;
	input [7:0] index;
	output [7:0] index_out;
	wire [18:0] curr_x, curr_y;	
	assign curr_x = address % 19'd640;
	assign curr_y = address / 19'd640;
	wire [18:0] h_ship, w_ship;
	assign h_ship = 19'd100;
	assign w_ship = 19'd100;
	wire [18:0] h_bullet, w_bullet;
	assign h_bullet = 19'd20;
	assign w_bullet = 19'd20;
	wire [18:0] h_rock, w_rock;
	assign h_rock = 19'd100;
	assign w_rock = 19'd100;
	wire slct_ship, slct_bullet, slct_rock;
	assign slct_ship =   (curr_x - x_ship < w_ship && curr_x - x_ship  >= 19'd0 && curr_y - y_ship < h_ship && curr_y - y_ship >= 19'd0);
	assign slct_bullet = (curr_x - x_bullet < w_bullet && curr_x - x_bullet >= 19'd0 && curr_y - y_bullet < h_bullet && curr_y - y_bullet >= 19'd0);
	assign slct_rock = (curr_x - x_rock < w_rock && curr_x - x_rock >= 19'd0 && curr_y - y_rock < h_rock && curr_y - y_rock >= 19'd0);
	wire [7:0] first, second;
	assign first = slct_bullet ? 8'd3 : index;
	assign second = slct_rock ? 8'd4 : first;
	assign index_out = slct_ship ? 8'd2 : second;
endmodule
File: ./run.sh
#!/bin/bash
# OpenROAD 26Q1-2900-gdf79404cd8, Yosys 0.63+post, stock flow scripts
make -C /OpenROAD-flow-scripts/flow DESIGN_CONFIG=/design/flow/config.mk WORK_HOME=/design/flow/orfs finish
==> out/qor.csv <==
stage,metric,value,unit
cells_and_area,most numerous logic cells after layout,"clkdlybuf4s50_1 (149), inv_1 (114), ha_1 (78)",
cts,"Hold-fix buffers, CTS",0,
floorplan,DIE HEIGHT,107,µm
floorplan,core region area,10500,µm²
floorplan,Rows,37,
grt,final global-route overflow total,0,
floorplan,I/O pin total,149,
timing,Worst Max-Slew Pin Slew,0.963,ns
yosys,Synth Area in XOR/XNOR,7.13,%
flow_run,Tool Warnings,33,
routing,ant diodes,0,
run_status,status,"finished, final reports clean",
yosys,"Simple Share, Synth",24.8,%
grt,first-pass GRT wire length,25.8,mm
critical_path,nature of the critical path startpoint,primary input,
cts,# resized after CTS,0,
timing,Fin. Hold Viols,0,
timing,Setup TNS,0,ns
floorplan,floorplan core density,52.5,%
critical_path,"slowest stage delay, CP",1.00,ns
grt,initial antenna violation count,0,
power,Power Density,50.5,nW/µm²
cells_and_area,logic area,5000,µm²
cells_and_area,most frequent logic cell in the layout,clkdlybuf4s50_1,
critical_path,Required @ worst endpoint,13.52,ns
yosys,MUX area fraction,2.75,%
routing,router iterations before antenna repair,5,
yosys,Top cells by area,"ha_1 (18%), inv_1 (7.8%), a21oi_1 (4.0%)",
yosys,Synth Cell Area,5510,µm²
timing,RSZ-0062 raised after global routing,no,
yosys,Dominant comb cell,AND-OR/OR-AND gates,
timing,Tmin final,16.11,ns
cells_and_area,num sequential,0,
yosys,Synth Warn #,0,
placed_design,cell area after placement,7130,µm²
power,leakage,3.26,nW
cells_and_area,number of fillers in the final layout,861,
grt,largest net degree at the start of global routing,27,
power,Peak VDD IR,0.0000320,V
cts,Post-CTS Setup Repair Bufs,0,
yosys,AO/OA Area Share,35.9,%
routing,WL/cell,14.4,µm
timing,cycle use final,95.3,%
yosys,sequential share of the synthesized area,0,%
routing,residual DRC count,0,
placed_design,hpwl dp,13.1,mm
yosys,yosys adder share,18.4,%
cells_and_area,layout overhead on the synthesized area,29.3,%
critical_path,CP Class,primary input to output port,
routing,1st-iter DRT viols,415,
placed_design,Port Buffers,149,
timing,final number of setup-violating endpoints,0,
cells_and_area,clkbuf count,0,
cells_and_area,Sequential Area,0,µm²
timing,hold_ws,7.67,ns
routing,DRT antenna net count,0,
timing,Max-slew headroom,35.6,%
yosys,YS chip area,5510,µm²
grt,All-Layer GR Usage,27.5,%
critical_path,crit path max fanout,25,
yosys,Syn Inst Count,811,
cells_and_area,design area,7130,µm²
cells_and_area,layout cell share with drive strength beyond 1,3.35,%
yosys,cell type with the largest total area,ha_1,
routing,routed vias/inst,5.76,
flow_run,max cap viols,0,
yosys,Top-area cell share,17.7,%
floorplan,Die Footprint,11500,µm²
routing,Post-Route WL,15.7,mm
routing,total number of vias,6281,
critical_path,Worst setup EP type,output port,
yosys,count of cell types in the netlist,89,
timing,Final Max Slew Viols,0,
floorplan,Die Width,107,µm
critical_path,Worst EP arrival,12.73,ns
grt,vias in the first global route,5523,
placed_design,RePlAce Congestion,0.929,
timing,Max Freq,62.1,MHz
yosys,yosys cell count,811,
worst_hold_path,hold crit path type,primary input to output port,
critical_path,Crit-path slowest cell,clkdlybuf4s50_1,
yosys,syn_area_per_cell,6.80,µm²
==> worst paths after layout <==
kind,slack (ns),depth (start not counted),from,endpoint
setup / recovery,0.79,31,address[17],index_out[4]
hold / removal,7.67,3,index[5],index_out[5]
==> synth_stat cells, types with 4 or more instances <==
| cell type | number |
|---|---|
| a2bb2oi_1 | 4 |
| a211oi_1 | 13 |
| o211ai_1 | 7 |
| nor3_1 | 31 |
| nor3b_1 | 10 |
| nand3_1 | 24 |
| and3_1 | 6 |
| nor2_1 | 48 |
| nand2b_1 | 17 |
| nand4_1 | 10 |
| a221o_1 | 4 |
| or4_1 | 4 |
| a2111oi_0 | 8 |
| buf_2 | 13 |
| a211o_1 | 5 |
| xnor2_1 | 22 |
| xor2_1 | 21 |
| or2_2 | 6 |
| nand2_1 | 36 |
| or3_1 | 11 |
| nor2b_1 | 13 |
| o31ai_1 | 5 |
| a221oi_1 | 6 |
| clkbuf_1 | 16 |
| a21oi_1 | 44 |
| and2_1 | 11 |
| ha_1 | 78 |
| nor4_1 | 6 |
| nand3b_1 | 7 |
| a31oi_1 | 17 |
| maj3_1 | 4 |
| o21ai_0 | 42 |
| o2111ai_1 | 7 |
| mux2i_1 | 8 |
| o21ai_1 | 7 |
| a21o_1 | 25 |
| o21bai_1 | 6 |
| inv_1 | 114 |
| o21a_1 | 12 |
==> layer usage <==
| layer | track usage [%] | up-vias | share of wire, % |
|---|---|---|---|
| met5 | 0 | - | 0 |
| met4 | 2.25 | 0 | 0.82 |
| met3 | 1.80 | 10 | 6.2 |
| met2 | 44.9 | 214 | 44 |
| met1 | 40.9 | 2771 | 49 |
| li1 | - | 3286 | - |
==> through the flow <==
stage / instances / setup slack [ns] / power [mW] / util [%]
finish: 1090 / 0.786 / 0.360 / 67.8
global route: 1090 / 0.112 / 0.400 / 67.8
CTS: 1090 / 0.862 / 0.356 / 67.8
detailed placement: 1090 / 0.872 / 0.354 / 67.8
global placement: 1090 / 1.08 / 0.347 / 67.8
floorplan: 834 / 3.51 / 0.261 / -
==> layout make-up <==
type	instances	area share, %
multi-input cells	684	70.1
inverters	117	6.16
well taps	136	2.39
repair buffers	153	21.3
==> power by group <==
part           internal (mW)  switching, mW  total [mW]
clock                      0              0           0
sequential                 0              0           0
combinational          0.164          0.196       0.360
==> kinds of logic after synthesis <==
logic type	Yosys count
mux	13
xor+xnor	44
simple gates	253
buf+inv	150
compound gates	268
other cells	1
fa+ha+maj	82
==> critical path: cells and delay by family <==
family / cells / cell delay [ns]
XOR/XNOR: 2 / 0.38
adder cells (fa/ha/maj): 2 / 0.62
multiplexers: 1 / 0.12
AND/OR/NAND/NOR: 8 / 1.74
buffers and inverters: 3 / 1.59
AND-OR/OR-AND: 15 / 4.87
Power and IR drop assume default switching activity.
